**flow/config.mk**
```make
export PLATFORM = sky130hd
export DESIGN_NAME = AudRecorder
export DESIGN_NICKNAME = AudRecorder
export VERILOG_FILES = /design/flow/design.v
export SDC_FILE = /design/flow/constraint.sdc
export NUM_CORES = 4
export LEC_CHECK = 1
export CORE_UTILIZATION = 50
```
**flow/constraint.sdc**
```tcl
current_design AudRecorder

set clk_period 4.7
set clk_io_pct 0.2

create_clock -name clk0 -period $clk_period [get_ports {i_clk}]

set non_clock_inputs [all_inputs -no_clocks]
set_input_delay [expr $clk_period * $clk_io_pct] -clock clk0 $non_clock_inputs
set_output_delay [expr $clk_period * $clk_io_pct] -clock clk0 [all_outputs]
```
**flow/design.v**
```verilog
module AudRecorder (
    input i_rst_n,
    input i_clk,   
    input i_lrc,   
    input i_start,
    input i_pause,
    input i_stop,
    input i_data,   
    output [19:0] o_address,   
    output [15:0] o_data   
);
  localparam S_IDLE = 0;   
  localparam S_RECORD = 1;   
  localparam S_NOT_RECORD = 2;   
  localparam S_FINISHED = 3;   
  localparam MAX_MEMORY_SIZE = 20'b1111_1111_1111_1111_1111;
  logic [1:0] state_r, state_w;
  logic pulse_r, pulse_w;   
  logic stop_r, stop_w;   
  logic [5:0] bit_counter_r, bit_counter_w;   
  logic discrd_r, discard_w;   
  logic ltoh_r, ltoh_w;   
  logic [19:0] o_address_r, o_address_w;
  logic [0:15] o_data_r, o_data_w;
  assign o_address = o_address_r;
  assign o_data = o_data_r;
  always_comb begin
    state_w = state_r;
    pulse_w = pulse_r;
    stop_w = stop_r;
    discard_w = discrd_r;
    bit_counter_w = bit_counter_r;
    o_address_w = o_address_r;
    o_data_w = o_data_r;
    case (state_r)
      S_IDLE: begin
        pulse_w = 1'b0;
        stop_w = 1'b0;
        o_address_w = o_address_r;
        o_data_w = o_data_r;
        bit_counter_w = 5'd0;   
        discard_w = 1'b1;
        ltoh_w = 0;
        if (!i_start) begin
          state_w = S_IDLE;
        end else begin
          state_w = S_RECORD;
        end
      end
      S_RECORD: begin   
        pulse_w = (i_pause) ? 1'b1 : pulse_r;
        stop_w  = (i_stop) ? 1'b1 : stop_r;
        if (i_lrc == 1'b1) begin   
          state_w = (stop_r || o_address_r==MAX_MEMORY_SIZE) ? S_FINISHED : ((pulse_r) ? S_NOT_RECORD : S_RECORD);
          bit_counter_w = 5'd0;
          o_data_w = o_data_r;
          discard_w = 1'b0;
          if (ltoh_r) begin
            o_address_w = o_address_r + 5'd1;
          end else begin
            o_address_w = o_address_r;
          end
          ltoh_w = 0;
        end else begin   
          discard_w = 1'b0;
          if (bit_counter_r == 5'd0) begin   
            state_w = S_RECORD;
            bit_counter_w = 5'd1;   
            o_address_w = o_address_r;   
            o_data_w = o_data_r;
          end else if (bit_counter_r >= 5'd16) begin
            state_w = (stop_r || o_address_r==MAX_MEMORY_SIZE) ? S_FINISHED : ((pulse_r) ? S_NOT_RECORD : S_RECORD);
            bit_counter_w = 5'd17;
            o_address_w = o_address_r;
            o_data_w[bit_counter_r-5'd1] = i_data;
          end else begin   
            state_w = S_RECORD;
            bit_counter_w = bit_counter_r + 5'd1;
            o_address_w = o_address_r;
            o_data_w[bit_counter_r-5'd1] = i_data;
          end
          ltoh_w = 1;
        end
      end
      S_NOT_RECORD: begin   
        pulse_w = (i_start) ? 1'b0 : pulse_r;
        stop_w = (i_stop) ? 1'b1 : stop_r;
        state_w = (stop_r || o_address_r==MAX_MEMORY_SIZE) ? S_FINISHED : ((pulse_r) ? S_NOT_RECORD : S_RECORD);
        bit_counter_w = 5'd0;
        o_address_w = o_address_r;
        o_data_w = o_data_r;
        discard_w = 1'b1;
        ltoh_w = 0;
      end
      S_FINISHED: begin
        state_w = S_FINISHED;
        pulse_w = 1'b0;
        stop_w = 1'b0;
        o_address_w = o_address_r;
        o_data_w = o_data_r;
        bit_counter_w = 5'd0;
        discard_w = 1'b1;
        ltoh_w = 0;
      end
    endcase
  end
  always_ff @(posedge i_clk or negedge i_rst_n) begin   
    if (!i_rst_n) begin
      state_r <= S_IDLE;
      pulse_r <= 1'b0;
      stop_r <= 1'b0;
      o_address_r <= 20'd0;
      o_data_r <= 16'd0;
      bit_counter_r <= 5'd0;
      discrd_r <= 1'b1;
      ltoh_r <= 0;
    end else begin
      state_r <= state_w;
      pulse_r <= pulse_w;
      stop_r <= stop_w;
      o_address_r <= o_address_w;
      o_data_r <= o_data_w;
      bit_counter_r <= bit_counter_w;
      discrd_r <= discard_w;
      ltoh_r <= ltoh_w;
    end
  end
endmodule
```
**flow/run.sh**
```bash
#!/bin/bash
# OpenROAD 26Q1-2900-gdf79404cd8, Yosys 0.63+post, stock flow scripts
make -C /OpenROAD-flow-scripts/flow DESIGN_CONFIG=/design/flow/config.mk WORK_HOME=/design/flow/orfs finish
```
==> flow_metrics.py <==
# Metrics from the implementation run
metrics = {
    "status": {
        "status": "complete, no violations",
    },
    "synthesis": {
        "ys_async_sr_fraction_pct": 100,
        "ys_cells": 276,
        "edf_count": 0,
        "synth_seq_share_pct": 43.0,
        "avgSynthCellArea_um2": 10.4,
        "synth_area_um2": 2860,
        "synth_cells": 276,
        "yosysUniqueCellTypes": 55,
        "synth_warnings": 1,
        "ys.flops": 49,
        "ys_chip_area_um2": 2860,
        "ys.flop_type": "dfrtp_1",
    },
    "clock_tree": {
        "path_clk_slew_ns": 0.09,
        "cts-root-buf": "clkbuf_8",
        "cts.sink_count": 49,
        "worstSkewPairLatency_ns": 0.30,
        "ctsHoldBuffers": 0,
        "cts_buffers": 5,
        "htreeDepth": 2,
        "clk_path_buf_depth": 2,
        "cts_tree": "done",
    },
    "global_routing": {
        "antenna_found_initial": 0,
        "grt_pass1_wl_um": 9800,
        "grt_pass1_vias": 2044,
        "grt_max_degree": 50,
        "overflow": 0,
        "grtUsageTotal_pct": 20.9,
    },
    "routing": {
        "diodes": 0,
        "vias_per_cell": 5.50,
        "drc": 0,
        "ant_nets": 0,
        "vias": 2141,
        "totalWireLength_um": 5680,
        "drt_iter0_drc": 102,
        "dr.pass1.iters": 4,
        "routedWlPerCell_um": 14.6,
    },
    "floorplan": {
        "fp.dieH_um": 77.6,
        "initCoreUtil_pct": 51.9,
        "boundaryPins": 43,
        "die_x_um": 77.6,
        "die-area_um2": 6020,
        "core-area_um2": 5510,
        "rows": 27,
    },
    "sta": {
        "min_period_ns": 4.10,
        "final-setup-viol-count": 0,
        "setup_slack_ns": 0.595,
        "rsz0062_at_grt": "false",
        "skew_ns": 0.00689,
        "fmax_mhz": 244,
        "finalHoldViolations": 0,
        "worstMarginPinSlew_ns": 0.627,
        "fin_hold_ws_ns": 0.502,
        "tns_ns": 0,
        "relSlewSlack_pct": 58.2,
        "drv_slew": 0,
        "post-route-period-util_pct": 87.3,
    },
    "placement": {
        "gp_congestion": 0.895,
        "hpwl_um": 3990,
        "portBuffers": 42,
        "pre_cts_ws_ns": 0.488,
    },
    "critical_path": {
        "reg2reg_depth": 13,
        "arrival_ns": 4.30,
        "crit_path_end_kind": "register",
        "cp.required_ns": 4.89,
        "crit_path_start_kind": "register",
        "slowest_delay_ns": 0.52,
        "cp_cell_sequence": "inv_1 > ha_1 > nand2_1 > xor2_1 > ha_2 > o21ai_0 > ha_1 > nor4b_1 > nand2_1 > nor4_2 > nand4b_4 > or4b_1 > mux2_1",
        "r2r_setup_slack_ns": 0.60,
        "critical_path_class": "register to register",
        "cp_slowest_cell": "or4b_1",
        "worst-path-max-fanout": 17,
    },
    "cells_and_area": {
        "final_util_pct": 62.3,
        "final_layout_size_suffix_gt1_share_pct": 12.0,
        "area_growth_pct": 20.0,
    },
    "power_and_ir_drop": {
        "p_per_area_nw_per_um2": 246,
        "vdd.ir_drop.worst_v": 0.000172,
        "p_leak_nw": 1.45,
    },
    "min_path": {
        "whs_path_depth": 1,
        "min_path_type": "register to register",
    },
    "job": {
        "max_cap_violations": 0,
        "tool_warnings": 28,
    },
}
-- synthesized netlist by cell type (2+ instances only) --
cell	count	area (µm²)
and4b_1	3	30.0
a21oi_1	5	25.0
clkbuf_1	5	18.8
nor3b_1	2	15.0
dfrtp_1	48	1200
or3_1	4	25.0
inv_1	6	22.5
xor2_1	6	52.6
and3b_1	2	17.5
nor2_1	20	75.1
and3_1	3	18.8
and2_1	3	18.8
nor4b_1	4	35.0
nor2b_1	7	43.8
or4b_1	2	20.0
nor4bb_1	2	20.0
nand2_1	29	109
nand3_1	13	65.1
nor4_1	3	18.8
nand4_1	9	56.3
mux2_2	16	180
o211ai_1	2	15.0
buf_2	3	15.0
xnor2_1	23	201
buf_6	2	22.5
ha_1	13	163
o21ai_0	6	30.0
nor3_1	7	35.0
a211oi_1	2	15.0
-- area by class of cell --
cell class | count | area [µm²]
fillers | 488 | 2080
multi-input cells | 210 | 1550
flip-flops and latches | 49 | 1230
repair buffers | 44 | 430
well taps | 72 | 90.1
clock buffers | 5 | 68.8
clock inverters | 3 | 43.8
inverters | 6 | 22.5
-- final timing paths --
check	start	end
setup reg to reg	bit_counter_r[1]	o_data_r[12]
max in group asynchronous	i_rst_n	bit_counter_r[5]
hold reg to reg	o_address_r[18]	o_address_r[18]
hold / removal	o_address_r[18]	o_address_r[18]
setup / recovery	bit_counter_r[1]	o_data_r[12]
min in group asynchronous	i_rst_n	o_data_r[14]
-- metrics by stage --
step	area, µm²	cells	power (mW)
2_1_floorplan	2860	276	0.514
3_3_place_gp	3310	381	0.546
3_5_place_dp	3310	381	0.547
4_1_cts	3430	389	0.854
5_1_grt	3430	389	0.891
6_report	3430	389	0.845
-- layer usage --
metal | part of all wire (%) | GRT usage (%)
met1 | 49 | 33.2
met4 | 0.81 | 2.26
met2 | 47 | 32.9
met3 | 3.1 | 2.75
met5 | 0 | 0
-- kinds of logic after synthesis --
family,after synthesis,share of synthesized area [%]
mux,17,6.70
fa+ha+maj,13,5.69
flops,49,43.0
simple gates,125,26.2
other cells,1,0.131
buf+inv,17,3.02
xor+xnor,29,8.89
compound gates,25,6.39
-- repair_timing --
action	in CTS	in global routing
setup buffers	0	0
setup endpoints to repair	0	1
resized	0	1
-- flip-flops by register name (all words and copies together) (netlist names) --
signal         flops
o_address_r       20
o_data_r          16
bit_counter_r      6
state_r            4
ltoh_r             1
pulse_r            1
stop_r             1
-- cells in the final DEF (no fill, tap or decap), types with 5 or more instances in the layout --
master / count
o21ai_0: 6
xor2_1: 6
a21oi_1: 5
mux2_2: 16
inv_1: 6
clkbuf_8: 5
dfrtp_1: 48
nand3_1: 13
xnor2_1: 23
nand4_1: 9
nand2_1: 29
nor3_1: 7
nor2b_1: 7
nor2_1: 20
ha_1: 12
clkdlybuf4s50_1: 41
-- where the power goes --
| group | leakage (nW) | internal [mW] | switching, mW |
|---|---|---|---|
| logic | 0.740 | 0.0444 | 0.0680 |
| clock network | 0.0585 | 0.160 | 0.145 |
| registers | 0.648 | 0.424 | 0.00384 |
-- critical path, delay by kind of cell (launching register included) --
kind / cells / cell delay (ns)
xor gates and xnor gates: 1 / 0.22
AOI/OAI and AO/OA: 1 / 0.15
adders and majority gates: 3 / 1.04
and+or+nand+nor: 6 / 1.71
DFF: 1 / 0.48
muxes: 1 / 0.32
buffers and inverters: 1 / 0.10
No activity file was given, so power comes from the tool's default toggle rates.
